==> design/flow/design.v <==
module lab5iram(CLK, RESET, ADDR, Q);
  input         CLK;
  input         RESET;
  input  [7:0]  ADDR;
  output [15:0] Q;
  reg    [15:0] mem[0:127];  
  wire   [6:0]  saddr;
  integer       i;
  assign saddr = ADDR[7:1];
  assign Q = mem[saddr];
  always @(posedge CLK) begin
    if(RESET) begin
      mem[0]   <= 16'b 1111010010010001;    
      mem[1]   <= 16'b 1111001001001001;    
      mem[2]   <= 16'b 0101010010111111;    
      mem[3]   <= 16'b 1111010010010000;    
      mem[4]   <= 16'b 0101010010111111;    
      mem[5]   <= 16'b 0101010010111111;    
      mem[6]   <= 16'b 1111010001010001;    
      mem[7]   <= 16'b 0101010010000011;    
      mem[8]   <= 16'b 0000000000000001;					 
		mem[9]   <= 16'b 0100010001000000;    
      mem[10]  <= 16'b 0101001001000001;    
      mem[11]  <= 16'b 0100010001000000;    
      mem[12]  <= 16'b 0101001001000001;    
      mem[13]  <= 16'b 0100010001000000;    
      mem[14]  <= 16'b 0000000000000001;					 
		mem[15]  <= 16'b 0101001001000001;    
      mem[16]  <= 16'b 0100010001000000;    
      mem[17]  <= 16'b 0101001001000001;    
      mem[18]  <= 16'b 0100010001000000;    
      mem[19]  <= 16'b 0101001001000001;    
      mem[20]  <= 16'b 0100010001000000;    
      for(i = 21; i < 128; i = i + 1) begin
        mem[i] <= 16'b0000000000000000;
      end
    end
  end
endmodule
==> design/flow/run.sh <==
#!/bin/bash
# OpenROAD 26Q1-2900-gdf79404cd8, Yosys 0.63+post, stock flow scripts
make -C /OpenROAD-flow-scripts/flow DESIGN_CONFIG=/design/flow/config.mk WORK_HOME=/design/flow/orfs finish
==> design/flow/config.mk <==
export PLATFORM = sky130hd
export DESIGN_NAME = lab5iram
export DESIGN_NICKNAME = lab5iram
export VERILOG_FILES = /design/flow/design.v
export SDC_FILE = /design/flow/constraint.sdc
export NUM_CORES = 4
export LEC_CHECK = 1
export CORE_AREA = 10 10 70 70
export DIE_AREA = 0 0 80 80
==> design/flow/constraint.sdc <==
current_design lab5iram

set clk_period 3.1
set clk_io_pct 0.2

create_clock -name clk0 -period $clk_period [get_ports {CLK}]

set non_clock_inputs [all_inputs -no_clocks]
set_input_delay [expr $clk_period * $clk_io_pct] -clock clk0 $non_clock_inputs
set_output_delay [expr $clk_period * $clk_io_pct] -clock clk0 [all_outputs]
==> results.sh <==
# physical design summary
export IMPL_status="finished, final reports clean"
export IMPL_grt_pass1_vias=437
export IMPL_ioPinCount=26
export IMPL_grt_max_degree=13
export IMPL_finalSetupTns_ps=0
export IMPL_fmax_mhz=340.4
export IMPL_ys_seq_frac=0
export IMPL_crit_type="input pin to output port"
export IMPL_antenna_found_initial=1
export IMPL_crit_required_ps=2480
export IMPL_core_area_mm2=0.003416
export IMPL_final_layout_size_suffix_gt1_frac=0.06173
export IMPL_comb_power_share=1.000
export IMPL_grt_use_met1=0.05076
export IMPL_maxSlewViolCount=0
export IMPL_cp_max_fo=7
export IMPL_drt_vias_per_instance=3.633
export IMPL_synth_chip_area_um2=359.1
export IMPL_syn_avg_cell_area_um2=5.611
export IMPL_pre_cts_slack_ps=85.40
export IMPL_ant_nets=0
export IMPL_power_density_mw_per_mm2=97.81
export IMPL_min_from="ADDR[3]"
export IMPL_ys_cells=64
export IMPL_yosysWarnings=2
export IMPL_portBuffers=21
export IMPL_area_growth_pct=72.13
export IMPL_num_vias=465
export IMPL_busiest_layer="met2"
export IMPL_die_height_um=80
export IMPL_placed_cells=127
export IMPL_fp_util=0.1051
export IMPL_drv_cap=0
export IMPL_yosysMostFrequentCell="nand2_1"
export IMPL_start_kind="input pin"
export IMPL_dpl_hpwl_um=1071
export IMPL_gp_congestion=0.8206
export IMPL_fin_crit_ps=2937
export IMPL_worstHoldPathCells=4
export IMPL_min_path_type="input pin to output port"
export IMPL_fin_ws_ps=162.7
export IMPL_yosysTopAreaCellShare=0.08362
export IMPL_switching_share=0.4487
export IMPL_rsz0062_at_grt="no"
export IMPL_final_cells=128
export IMPL_use_met3=0.01136
export IMPL_drt_iter0_markers=46
export IMPL_wirelength_um=1280
export IMPL_dr_pass1_iters=3
export IMPL_sequentialPowerShare=0
export IMPL_ff_count=0
export IMPL_overflow=0
export IMPL_chipArea_mm2=0.006400
export IMPL_hold_buffers=0
export IMPL_p_leak_nw=0.2498
export IMPL_register_area_um2=0
export IMPL_avgRoutedWirePerCell_um=10.00
export IMPL_setup_viol=0
export IMPL_grtUsageTotal=0.03856
export IMPL_clock_buffers=0
export IMPL_finalPower_uw=60.45
export IMPL_grt_pass1_wl_um=2090
export IMPL_ys_types=22
export IMPL_p_clk_frac=0
export IMPL_internal_power_uw=33.33
export IMPL_synth_area_leader_cell="a21oi_1"
export IMPL_syn_area_um2=359.1
export IMPL_grtUsageMet2=0.06421
export IMPL_crit_path_end_kind="output port"
export IMPL_hold_viol=0
export IMPL_drc=0
export IMPL_min_to="Q[1]"
export IMPL_syn_inst=64
export IMPL_peakVddDrop_mv=0.01290
export IMPL_warnings=30
export IMPL_finalCritPeriodShare=0.9475
export IMPL_dieWidth_um=80
export IMPL_netlist_top_cells_area="a21oi_1 8.4%, buf_2 8.4%, buf_4 8.4%"
export IMPL_critPathArrivalTime_ps=2320
export IMPL_rows=21
export IMPL_common_cells="8 x nand2_1, 7 x nor2_1, 6 x a21oi_1, 6 x buf_2, 5 x o21ai_0"
export IMPL_netSwitchingPower_uw=27.13
cells by family (layout without fill, tap and decap cells):
kind of cell           count (synthesis)  after routing  synth area share
AND-OR/OR-AND                         22             22            0.3903
XOR/XNOR                               1              1           0.02439
buffers and inverters                 12             28            0.1882
other                                  1              3           0.01044
AND/OR/NAND/NOR                       28             28            0.3868
timing repair:
item	CTS	global route
setup buffers	0	0
endpoints found under the setup margin	0	7
gates resized	0	3
worst max-delay path: stages:
cell and delay [ps]:
clkdlybuf4s50_1 510, buf_4 210, nor3_1 260, o21ai_0 100, and3_1 200, clkdlybuf4s50_1 410
cells in the final DEF, fill, tap and decap left out, types with 2 or more instances in the layout:
cell,count
o21ai_0,5
nor3_1,4
nand2_1,8
a2bb2oi_1,2
buf_4,5
dlymetal6s2s_1,3
a21oi_1,6
inv_1,2
and3b_1,2
nand2b_1,4
conb_1,2
o21a_1,3
a31oi_1,2
clkdlybuf4s50_1,18
nor2_1,7
worst max-delay path by stage:
| stage | cells after the start | endpoint | startpoint |
|---|---|---|---|
| after CTS | 6 | Q[14] | ADDR[1] |
| after global routing | 6 | Q[10] | ADDR[2] |
| final | 6 | Q[14] | ADDR[2] |
metal layers:
layer / vias up / part of all wire
li1: 253 / -
met1: 201 / 0.46
met2: 11 / 0.46
met3: 0 / 0.080
met4: 0 / 0
met5: - / 0
cell type report:
cell class         count  area (um^2)
diodes                 1        2.502
fillers              398         2798
inverters              2        7.507
multi-input cells     53        295.3
well taps             46        57.56
repair buffers        26        255.2
power groups by stage:
stage / registers (mW) / logic (mW) / clock network (mW)
4_1_cts: 0 / 0.0615 / 0
6_report: 0 / 0.0605 / 0.0000000431
5_1_grt: 0 / 0.0678 / 0.0000000431
metrics by stage:
stage | hold slack (ps) | utilization | area, um^2
final | 2083 | 0.1810 | 618.1
after global routing | 2158 | 0.1810 | 618.1
after CTS | 2175 | 0.1780 | 608.1
after detailed placement | 2174 | 0.1780 | 608.1
after global placement | 2170 | 0.1780 | 608.1
after floorplan | 1256 | - | 362.8
Power is estimated from default activity; no workload was simulated.
